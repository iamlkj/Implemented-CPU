## /design/flow/config.mk

```make
export PLATFORM = sky130hd
export DESIGN_NAME = Data_Memory
export DESIGN_NICKNAME = Data_Memory
export VERILOG_FILES = /design/flow/design.v
export SDC_FILE = /design/flow/constraint.sdc
export NUM_CORES = 4
export LEC_CHECK = 1
export CORE_UTILIZATION = 50
```

## /design/flow/constraint.sdc

```tcl
current_design Data_Memory

set clk_period 10.4
set clk_io_pct 0.2

create_clock -name clk0 -period $clk_period [get_ports {clk_i}]

set non_clock_inputs [all_inputs -no_clocks]
set_input_delay [expr $clk_period * $clk_io_pct] -clock clk0 $non_clock_inputs
set_output_delay [expr $clk_period * $clk_io_pct] -clock clk0 [all_outputs]
```

## /design/flow/design.v

```verilog
`timescale 1ns / 1ps
module Data_Memory
(
	clk_i,
	addr_i,
	data_i,
	MemRead_i,
	MemWrite_i,
	data_o
);
input				clk_i;
input	[31:0]		addr_i;
input	[31:0]		data_i;
input				MemRead_i;
input				MemWrite_i;
output	[31:0] 		data_o;
reg		[31:0]		data_o;
reg		[7:0]		Mem 			[0:127];	 
integer				i;
wire	[31:0]		memory			[0:31];
assign  memory[0] = {Mem[3], Mem[2], Mem[1], Mem[0]};
assign  memory[1] = {Mem[7], Mem[6], Mem[5], Mem[4]};
assign  memory[2] = {Mem[11], Mem[10], Mem[9], Mem[8]};
assign  memory[3] = {Mem[15], Mem[14], Mem[13], Mem[12]};
assign  memory[4] = {Mem[19], Mem[18], Mem[17], Mem[16]};
assign  memory[5] = {Mem[23], Mem[22], Mem[21], Mem[20]};
assign  memory[6] = {Mem[27], Mem[26], Mem[25], Mem[24]};
assign  memory[7] = {Mem[31], Mem[30], Mem[29], Mem[28]};
assign  memory[8] = {Mem[35], Mem[34], Mem[33], Mem[32]};
assign  memory[9] = {Mem[39], Mem[38], Mem[37], Mem[36]};
assign  memory[10] = {Mem[43], Mem[42], Mem[41], Mem[40]};
assign  memory[11] = {Mem[47], Mem[46], Mem[45], Mem[44]};
assign  memory[12] = {Mem[51], Mem[50], Mem[49], Mem[48]};
assign  memory[13] = {Mem[55], Mem[54], Mem[53], Mem[52]};
assign  memory[14] = {Mem[59], Mem[58], Mem[57], Mem[56]};
assign  memory[15] = {Mem[63], Mem[62], Mem[61], Mem[60]};
assign  memory[16] = {Mem[67], Mem[66], Mem[65], Mem[64]};
assign  memory[17] = {Mem[71], Mem[70], Mem[69], Mem[68]};
assign  memory[18] = {Mem[75], Mem[74], Mem[73], Mem[72]};
assign  memory[19] = {Mem[79], Mem[78], Mem[77], Mem[76]};
assign  memory[20] = {Mem[83], Mem[82], Mem[81], Mem[80]};
assign  memory[21] = {Mem[87], Mem[86], Mem[85], Mem[84]};
assign  memory[22] = {Mem[91], Mem[90], Mem[89], Mem[88]};
assign  memory[23] = {Mem[95], Mem[94], Mem[93], Mem[92]};
assign  memory[24] = {Mem[99], Mem[98], Mem[97], Mem[96]};
assign  memory[25] = {Mem[103], Mem[102], Mem[101], Mem[100]};
assign  memory[26] = {Mem[107], Mem[106], Mem[105], Mem[104]};
assign  memory[27] = {Mem[111], Mem[110], Mem[109], Mem[108]};
assign  memory[28] = {Mem[115], Mem[114], Mem[113], Mem[112]};
assign  memory[29] = {Mem[119], Mem[118], Mem[117], Mem[116]};
assign  memory[30] = {Mem[123], Mem[122], Mem[121], Mem[120]};
assign  memory[31] = {Mem[127], Mem[126], Mem[125], Mem[124]};
initial begin
	for(i=0; i<128; i=i+1)
		Mem[i] = 8'b0;
	Mem[0] = 8'b0100;
	Mem[4] = 8'b0101;
	Mem[8] = 8'b0110;
	Mem[12] = 8'b0111;
	Mem[16] = 8'b1000;
	Mem[20] = 8'b1001;
	Mem[24] = 8'b1010;
	Mem[28] = 8'b0010;
	Mem[32] = 8'b0001;
	Mem[36] = 8'b0011;
end 
always@(posedge clk_i) begin
    if(MemWrite_i) begin
		Mem[addr_i+3] <= data_i[31:24];
		Mem[addr_i+2] <= data_i[23:16];
		Mem[addr_i+1] <= data_i[15:8];
		Mem[addr_i]   <= data_i[7:0];
	end
end
always@(addr_i or MemRead_i) begin
	if(MemRead_i)
		data_o = {Mem[addr_i+3], Mem[addr_i+2], Mem[addr_i+1], Mem[addr_i]};
end
endmodule
```

## /design/flow/run.sh

```bash
#!/bin/bash
# OpenROAD 26Q1-2900-gdf79404cd8, Yosys 0.63+post, stock flow scripts
make -C /OpenROAD-flow-scripts/flow DESIGN_CONFIG=/design/flow/config.mk WORK_HOME=/design/flow/orfs finish
```

==> Changelog: implementation <==
### Implementation results

- Status: finished clean
- Netlist Area Pre-Place: about 100,000 µm²
- LEAKAGE: 38.4 nW
- EDFF count, synth: 1,024
- Io pins: just under 100
- Core area: between 200,000 and 250,000 µm²
- Max-slew violation count: 0
- Top non-seq family: multiplexers
- Largest net degree at the start of global routing: between 100 and 150
- Row count: approximately 170
- Mean Syn Cell Area: around 11 µm²
- Fp_density: approximately 50%
- Final worst slack: between 3 and 4 ns
- Adder share: less than 1%
- Cell count after placement: about 11,000
- Crit. End Element: flip-flop
- Cells in synth_stat.txt: 9,411
- Root Buffer: clkbuf_16
- Top Layout Cells: mux2i_1 (1,233), mux4_2 (1,031), edfxtp_1 (1,024)
- DRT Wirelength: between 500 and 600 mm
- Vias in the first global route: between 80,000 and 90,000
- VDD IR max: around 200 µV
- Cell Type Count: around 81
- Antenna Nets Post-Route: 0
- TritonCTS buffer count: between 100 and 150
- Hold wc startpoint: data_i[5]
- Hold depth: 3
- First-pass GRT wire length: ~760 mm
- Max clock buf depth: 3
- Synth-to-Final Area Change: 7.12%
- Top logic cell by instance count in the layout: mux2i_1
- Power, Total: 13.2 mW
- Max Fanout on Critical Path: about 43
- Post-synth regs: around 1,100
- RSZ-0062 raised after global routing: no
- Hold Fails Final Rpt: 0
- Post-synth top area share: between 30% and 40%
- Cell area leaders: edfxtp_1 (30%), mux4_2 (23%), mux2i_1 (12%)
- CTS H-Tree Depth: 4
- Vias per inst: 8.03
- Vias: around 94,000
- Synth Instances: 9,411
- Endpoints left unconstrained: 64
- CP required: 10.88 ns
- Max Cap Violations: 0
- Dpl hpwl: 385 mm
- Max Fclk: 0.142 GHz
- Initial DRC Count: approximately 12,000
- Die Ht: 453 µm
- Chip area: between 200,000 and 250,000 µm²
- Final core utilization: a little over half
- Hold Crit Endpoint: Mem[83][5]
- Critical path arrival: 7.53 ns
- Asr flop ratio synth: 0%
- Final cell count without fillers: 11,700
- Overall Global Routing Usage: between 50% and 60%
- OpenROAD warnings: 62
- CTS tree: yes
- Chip area estimate from yosys synthesis: slightly above 100,000 µm²
- PwrDens: approximately 120 nW/µm²
- Routed len/inst: approximately 50 µm
- Setup violators final: 0
- Port bufs: 73
- Grt total ovfl: 0
- Worst hold path class: in2reg
- Tally of filler cells in the layout: around 17,000
- Max-slew headroom: roughly 18%
- Post-CTS Setup Bufs: 0
- Register pins left without a clock: 32
- Worst-path clk slew: around 0.060 ns
- Synth Warn #: 1
- Worst-margin pin slew: 1.20 ns
- Layout cells sized above 1: about a quarter
- Simple Share, Synth: approximately 8.5%
- Router iterations before antenna repair: 9
- Final min period: roughly 7 ns
- Multiplexer share: about two fifths
- Synth area leader: edfxtp_1
- Hold_buf cts: 0
- Tcrit/Tclk final: between 60 and 70%
- Startpoint Class: primary input
- Xor/xnor share: less than 1%
- Final GP Congestion: 1.16
- Initial antenna violation count: around 81
- Chip width: between 400 and 500 µm
- Aoi share: 15.0%
- DRC: 0
- Total negative slack: 0 ns
- Post-CTS sizing: 0
- Most common reg cell: edfxtp_1
- WS Path Type: in2reg
- Placement Setup Slack: just over 3 ns
## critical path, stage by stage
cell and delay (ns):
buf_8 0.34, inv_2 0.40, ha_2 0.76, buf_4 0.61
and2_2 0.74, nand2_1 0.20, nor2_2 0.73, buf_4 0.48
nand2_1 0.49, nand3_1 0.54
## per-stage QoR
stage                     hold WS, ns  instance area (µm²)
final                            1.71               109000
after detailed placement         2.55               105000
after CTS                        1.68               109000
after global placement           2.55               105000
after floorplan                  2.57               102000
after global routing             1.74               109000
## state kept, by name, summed over array words and instances, names as in the netlist
signal,cells
Mem,1024
data_o,32
## layout make-up
class	instances	area [µm²]	share of cell area, %
diodes	94	235	0.216
clock buffers	168	3480	3.19
clock inverters	65	537	0.493
inverters	6	32.5	0.0299
multi-input cells	7196	66000	60.6
flip-flops and latches	1056	31200	28.7
well taps	2672	3340	3.07
repair buffers	491	4080	3.74
## worst max path at each step
stage	from	to	slack (ns)	cells past startpoint
finish	addr_i[0]	Mem[66][1]	3.35	10
global route	addr_i[2]	Mem[27][6]	3.56	9
CTS	addr_i[2]	Mem[29][1]	3.91	9
## Yosys cell counts (15+ instances only)
master	n
o221ai_1	15
mux2_2	522
edfxtp_1	1024
mux2i_1	1233
nor3_1	38
a32oi_1	33
a211oi_1	18
and3_1	15
o211ai_1	27
clkbuf_1	751
o21ai_0	543
buf_2	288
nor2b_1	15
o21ai_1	52
and2_1	17
or4_1	82
a21oi_1	572
nor4_1	28
a31oi_1	17
a22oi_1	24
nor2_1	338
buf_1	72
mux4_2	1031
nand2_1	991
nand3_1	159
o22ai_1	613
nor2_4	29
a21o_1	512
nor2_2	71
nand4_1	39
dlxtp_1	32
buf_4	37
## power by group
group | total [mW] | internal, mW | switching (mW)
registers | 4.77 | 4.67 | 0.107
logic | 3.90 | 1.24 | 2.66
clock network | 4.51 | 2.53 | 1.97
## routing by layer
layer	GRT usage (%)	share of wire (%)	vias up
met3	46.3	20	2548
met2	76.0	40	9284
li1	-	-	36500
met5	19.1	0.72	-
met1	64.5	29	45900
met4	42.5	10	120
## cells by family (layout without fill, tap and decap cells)
logic type | after synthesis | in the layout
fa+ha+maj | 7 | 7
buf+inv | 1159 | 730
mux | 2786 | 2786
simple gates | 1886 | 1886
flops | 1024 | 1024
latches | 32 | 32
xor+xnor | 15 | 15
other cells | 0 | 94
compound gates | 2502 | 2502
No activity file was given, so power comes from the tool's default toggle rates.
