$ cat run.sh
#!/bin/bash
# OpenROAD 26Q1-2900-gdf79404cd8, Yosys 0.63+post, stock flow scripts
make -C /OpenROAD-flow-scripts/flow DESIGN_CONFIG=/design/flow/config.mk WORK_HOME=/design/flow/orfs finish
$ cat config.mk
export PLATFORM = sky130hd
export DESIGN_NAME = Instr_Memory
export DESIGN_NICKNAME = Instr_Memory
export VERILOG_FILES = /design/flow/design.v
export SDC_FILE = /design/flow/constraint.sdc
export NUM_CORES = 4
export LEC_CHECK = 1
export CORE_AREA = 10 10 70 70
export DIE_AREA = 0 0 80 80
$ cat constraint.sdc
current_design Instr_Memory

set clk_period 2.4
set clk_io_pct 0.2

create_clock -name clk0 -period $clk_period

set non_clock_inputs [all_inputs -no_clocks]
set_input_delay [expr $clk_period * $clk_io_pct] -clock clk0 $non_clock_inputs
set_output_delay [expr $clk_period * $clk_io_pct] -clock clk0 [all_outputs]
$ cat design.v
module Instr_Memory(
    pc_addr_i,
	instr_o
	);
input  [32-1:0]  pc_addr_i;
output [32-1:0]	 instr_o;
integer          i;
reg		[31:0]		instruction_file	[0:31];
initial begin	
instruction_file[0] =32'b00000000000000000100000000100000;
instruction_file[1] =32'b00100000000010010000000000001010;
instruction_file[2] =32'b00100000000010100000000000001101;
instruction_file[3] =32'b00000001001010010101100000011000;
instruction_file[4] =32'b00100000000010000000000000001010;
instruction_file[5] =32'b00100000000010010000000000000100;
instruction_file[6] =32'b00000001000010010110000000011000;
instruction_file[7] =32'b00100000000011100000000000001000;
instruction_file[8] =32'b00000001100011100100000000100010;
instruction_file[9] =32'b00100000000010010000000000000000;
instruction_file[10]=32'b10001101000010110000000000000000;
instruction_file[11]=32'b10001101000010100000000000000100;
instruction_file[12]=32'b00011101010010110000000000000011;
instruction_file[13]=32'b10101101000010100000000000000000;
instruction_file[14]=32'b10101101000010110000000000000100;
instruction_file[15]=32'b00100000000010010000000000000001;
instruction_file[16]=32'b00100000000011010000000000000100;
instruction_file[17]=32'b00000001000011010100000000100010;
instruction_file[18]=32'b00000101000000011111111111110111;
instruction_file[19]=32'b00010101001000001111111111110011;
instruction_file[20]=32'b00100000000111100011001101000101;
instruction_file[21]=32'b00000000000000000000000000000000;
end
assign	instr_o = instruction_file[pc_addr_i/4];  
endmodule
==> Changelog: implementation <==
### Physical design

- Die area: 6400 um^2
- Most instantiated logic cells after routing: 33 x buf_4, 19 x clkdlybuf4s50_1, 9 x a21oi_1, 9 x dlygate4sd2_1
- Remaining global-route overflow: 0
- Ys cells: 102
- Fmax: 428 MHz
- Top-level I/O count: 64
- M2 GR Usage: 0.150
- CP bufs+invs: 4
- Cells after Synth: 102
- Tool Warnings: 67
- Iter 0 DRT Violations: 38
- Vias in the first global route: 999
- Residual DRC: 0
- Slew Viols, Final: 0
- Share of layout cells above drive strength 1: 0.416
- Seq share, synth: 0
- Area post-placement: 1260 um^2
- Clock buffer count: 0
- Status: complete, no violations
- Ant. Diodes: 0
- WP data required: 1.92 ns
- Wirelength per Cell: 13.4 um
- Post-DP HPWL: 2180 um
- Mapped cell area: 692 um^2
- First-pass GRT wire length: 4860 um
- Setup Total Neg Slack: 0 ns
- Fillers: 359
- Period utilisation layout: 0.973
- TritonRoute pass-1 iters: 4
- Worst Path Arrival: 1.85 ns
- Crit path max-delay family: buffers and inverters
- Routed Antenna Nets: 0
- Period minus WS final: 2.33 ns
- FP Core Util: 0.203
- M3 GR Usage: 0.0170
- GR Util met1: 0.117
- Worst vdd ir: 0.0000669 V
- Final hold violations: 0
- CORE AREA: 3420 um^2
- Worst path slowest cell: clkdlybuf4s50_1
- Post-Route WL: 2850 um
- Die Height: 80 um
- Distinct lib cells: 37
- Routability congestion estimate: 0.852
- Final setup viols: 0
- Critical path startpoint category: primary input
- Yosys stat area: 692 um^2
- Most Crowded Layer GR: met2
- Vias: 980
- Number of port buffers: 35
- Crit. End Element: output pin
- WHS: 1.52 ns
- Worst setup path class: primary input to output pin
- FF/Latch Area: 0 um^2
- Final Cell Area: 1440 um^2
- Most frequent logic cell in the layout: buf_4
- Lkg Pwr: 0.681 nW
- P&R area growth vs syn: 108%
- Hold crit path type: primary input to output pin
- Max-cap violations: 0
- Largest net degree at the start of global routing: 10
- Initial antenna violation count: 0
- Placed insts: 203
- CP max stage delay: 0.41 ns
- Final Non-Filler Cells: 212
- YS warnings: 1
- Cts hold-fix bufs: 0
- Die width: 80 um
- Crit path max fanout: 7
- Vias per Instance: 4.62
- Syn avg cell area: 6.78 um^2
- Tot GR Track Use: 0.0887
- Flip-flops: 0
- CP Cell Sequence: clkdlybuf4s15_2, buf_6, ha_1, buf_4, nor2b_2, a21o_1, clkdlybuf4s50_1
- PD cells: 166 nW/um^2
- Row cnt: 21
[worst min-delay path: cells and delay by family]
family / cells / cell delay, ns
buffers and inverters: 4 / 0.49
AND-OR/OR-AND: 1 / 0.07
[what timing repair did]
action / in CTS / in global routing
endpoints found under the setup margin: 30 / 13
pin swaps: 9 / 4
resized: 36 / 18
setup buffers: 6 / 2
endpoints found under the hold margin: 0 / 0
gates cloned: 1 / 0
[through the flow]
step | total power [mW] | util | worst slack [ns]
2_1_floorplan | 0.0880 | - | 0.603
3_3_place_gp | 0.216 | 0.368 | -0.404
3_5_place_dp | 0.217 | 0.368 | -0.432
4_1_cts | 0.233 | 0.407 | -0.00960
5_1_grt | 0.267 | 0.422 | -0.0121
6_report | 0.240 | 0.422 | 0.0657
[per-layer routing]
| metal | wire length (um) | vias to the layer above | share of wire |
|---|---|---|---|
| met4 | 0 | 0 | 0 |
| met1 | 1300 | 462 | 0.46 |
| li1 | - | 497 | - |
| met5 | 0 | - | 0 |
| met3 | 167 | 0 | 0.059 |
| met2 | 1380 | 21 | 0.48 |
[layout make-up]
cell class | instances | area, um^2 | share of cell area
multi-input cells | 85 | 691 | 0.479
repair buffers | 75 | 669 | 0.464
well taps | 46 | 57.6 | 0.0399
inverters | 6 | 25.0 | 0.0173
[power by group]
group	internal, mW	switching, mW	total (mW)
logic	0.142	0.0979	0.240
registers	0	0	0
clock network	0	0	0
total	0.142	0.0979	0.240
[path summary, 6_finish.rpt]
path,from,to,slack (ns),cells after the start
setup / recovery,pc_addr_i[3],instr_o[28],0.07,7
hold / removal,pc_addr_i[2],instr_o[19],1.52,5
[Yosys cell counts, drive strengths merged]
cell type  instances  area, um^2
nor2b              5        31.3
conb               1        3.75
a31oi              3        18.8
o21a               1        7.51
o2111ai            1        8.76
a21boi             2        15.0
a21oi             13        65.1
and2b              3        22.5
o31ai              1        7.51
mux2               2        22.5
o21bai             1        7.51
and3               2        12.5
o32ai              1        8.76
o22a               1        8.76
nor2               4        15.0
and3b              1        8.76
o22ai              3        18.8
o2bb2ai            1        8.76
nand2              7        26.3
a21o               1        7.51
buf               12        90.1
or3b               1        8.76
a32oi              1        8.76
ha                 8         100
inv                6        22.5
o211ai             3        22.5
mux2i              1        10.0
and2               2        12.5
a221oi             1        8.76
o21ai              6        30.0
nand2b             6        37.5
a2111oi            1        15.0
[cells by family after synthesis]
group / Yosys count / synth area share
compound gates: 41 / 0.387
fa+ha+maj: 8 / 0.145
buf+inv: 18 / 0.163
mux: 3 / 0.0470
other cells: 1 / 0.00542
simple gates: 31 / 0.253
Power figures rest on the tool's default switching activity, not on a simulated workload.
