File: flow/design.v
module ALU(
    src1_i,
	src2_i,
	ctrl_i,
	result_o,
	zero_o
	);
input  [32-1:0]  src1_i;
input  [32-1:0]	 src2_i;
input  [6-1:0]   ctrl_i;
output [32-1:0]	 result_o;
output           zero_o;
reg    [32-1:0]  result_o;
assign   zero_o=((result_o==0&&ctrl_i==6)||
					  (result_o!=0&&ctrl_i==9)||
					  (result_o==1&&ctrl_i==11)||
					  (result_o==1&&ctrl_i==13)
					  );
wire[1:0] ha;
assign ha[1]=src1_i[31];
assign ha[0]=src2_i[31];
always @(src1_i or src2_i or ctrl_i) begin
  case(ctrl_i)
        0:begin result_o<=src1_i&src2_i;end
		  1:begin result_o<=src1_i|src2_i;end
        2:begin result_o<=src1_i+src2_i;end
		  3:begin result_o<=src2_i*(65536);end
        4:begin result_o<=(src1_i<<src2_i);end
		  5:begin result_o<=(src1_i>>src2_i);end
        6:begin result_o<=src1_i-src2_i;end
        7:begin result_o<=((src1_i[31]>=src2_i[31])&&(src1_i[30:0]<src2_i[30:0]))?1:0;end
		  8:begin result_o<=src1_i|src2_i; end
		  9:begin result_o<=src1_i;end
		  10:begin result_o<=src1_i*src2_i;end
		  11:
			begin 
				case(ha)
				0:result_o<=(src1_i[30:0]>src2_i[30:0])?1:0;
				1:result_o<=1;
				2:result_o<=0;
				3:result_o<=(src1_i[30:0]>src2_i[30:0])?1:0;
				endcase
			end 
        12:begin result_o<=~(src1_i|src2_i);end
		  13:begin result_o<= (src1_i[31]==0)?1:0;end 
        default:begin result_o<=0;end		  
     endcase
end
endmodule
File: flow/run.sh
#!/bin/bash
# OpenROAD 26Q1-2900-gdf79404cd8, Yosys 0.63+post, stock flow scripts
make -C /OpenROAD-flow-scripts/flow DESIGN_CONFIG=/design/flow/config.mk WORK_HOME=/design/flow/orfs finish
File: flow/config.mk
export PLATFORM = sky130hd
export DESIGN_NAME = ALU
export DESIGN_NICKNAME = ALU
export VERILOG_FILES = /design/flow/design.v
export SDC_FILE = /design/flow/constraint.sdc
export NUM_CORES = 4
export LEC_CHECK = 1
export CORE_UTILIZATION = 30
File: flow/constraint.sdc
current_design ALU

set clk_period 17.1
set clk_io_pct 0.2

create_clock -name clk0 -period $clk_period

set non_clock_inputs [all_inputs -no_clocks]
set_input_delay [expr $clk_period * $clk_io_pct] -clock clk0 $non_clock_inputs
set_output_delay [expr $clk_period * $clk_io_pct] -clock clk0 [all_outputs]
==> job_summary.md <==
## PnR job results

| Metric | Value |
|---|---|
| Vias in the first global route | ~24000 |
| Clock buffers | 0 |
| Area after DPL | about 28000 sq um |
| Post-Place Cells | 4260 |
| Max-Cap Viols | 0 |
| Top logic family | adder cells |
| Post-route cell area | between 20000 and 30000 sq um |
| Syn_area_per_cell | 7.95 sq um |
| First-pass GRT wire length | approximately 180000 um |
| Unrepaired setup endpoints after global routing | no |
| Iteration tally of the first detailed-router pass | 7 |
| Worst Setup SP | src1_i[6] |
| DP Worst Slack | between 0.4 and 0.5 ns |
| Startpoint Class | input pin |
| Drt via density | between 5 and 6 |
| Rows | 105 |
| Syn-to-layout area delta | 10.8% |
| # resized after CTS | 0 |
| Most used cell, CP | fa_1 |
| FF/Latch Area | 0 sq um |
| Antenna viol nets, final | 0 |
| CP Capture Type | output port |
| Worst path arrival time | ~13 ns |
| Status | completed |
| Crit-path max cell delay | 0.59 ns |
| Hold_buf cts | 0 |
| Yosys Instances | 3134 |
| # DRC | 0 |
| Final setup violation count | 0 |
| Slew headroom | between 20% and 30% |
| Hold Path Class | input pin to output port |
| Pins over their slew limit | 0 |
| Vias | about 24000 |
| Post-DP HPWL | roughly 99000 um |
| Simple Share, Synth | between 10% and 20% |
| Yosys warning tally | 1 |
| CP endpoint | zero_o |
| Cells after Synth | between 3000 and 4000 |
| CP Max Fanout | 10 |
| Fraction of layout cells with a size suffix above 1 | approximately 8.2% |
| Yosys aoi share | a little over an eighth |
| Grt total ovfl | 0 |
| Slowest-stage cell, CP | or4_1 |
| Total Routing Usage GR | 30.6% |
| Fin Setup TNS | 0 ns |
| Crit path kind | input pin to output port |
| FP Util | between 30% and 40% |
| Final non-filler cell total | between 4000 and 5000 |
| Wirelength per Cell | slightly below 30 um |
| Worst-Margin Slew | between 1 and 1.5 ns |
| Hold Fails Final Rpt | 0 |
| Core Area | between 80000 and 90000 sq um |
| Io pins | 103 |
| Maximum clock rate | between 0.05 and 0.06 GHz |
| Tool Warnings | slightly below 100 |
| Final WS setup | 0.352 ns |
| Cell Type Count | between 80 and 90 |
| Xor/xnor share of the synthesized area | under 10% |
| Antenna violations before repair | 8 |
| Seq_cells | 0 |
| Sequential cell area fraction in the yosys report | 0% |
| Post-synth mux share | between 7 and 8% |
| Post-CTS Setup Bufs | 0 |
| Area of the die | 84200 sq um |
| Adder share | 45.5% |
| Min Clock Period, post-route | roughly 17 ns |
| Port bufs | roughly 100 |
| Post-Syn Area | 24900 sq um |
| Die Width | around 290 um |
| Largest net degree at the start of global routing | ~50 |
| CP required | 13.68 ns |
| Drt initial violations | between 2000 and 2500 |
| RePlAce Congestion | about 1.1 |
| Chip Area, Yosys | roughly 25000 sq um |
| Final WL | 124000 um |
| Die Y | 290 um |
| Ratio of final minimum period to clock period | about 98% |
## critical path, delay by kind of cell
kind,cells,cell delay [ns]
AND/OR/NAND/NOR,7,2.21
AND-OR/OR-AND,6,1.58
buffers and inverters,8,2.16
adder cells (fa/ha/maj),9,3.96
## cell type report
type | count | area, sq um
tap | 1070 | 1340
antenna | 4 | 10.0
timing repair buffer | 267 | 2240
multi-input combinational | 2449 | 22200
inverter | 474 | 1780
fill | 8612 | 54500
## layout by cell type, fill, tap and decap left out, types with 28 or more instances in the layout
master	instances
nand3_1	46
ha_1	251
fa_1	409
a21oi_1	105
o21ai_0	87
mux2i_1	65
buf_4	166
o211ai_1	28
nand2_1	357
clkdlybuf4s50_1	98
xnor2_1	90
nor3_1	55
mux2_2	28
nor2_1	435
inv_1	452
mux4_2	41
## synthesized netlist by cell type, drive strengths merged (27+ instances only)
cell type | number | area share [%]
mux4 | 43 | 3.9
o211ai | 28 | 0.84
fa | 409 | 33
o21ai | 89 | 1.8
nor3 | 56 | 1.1
a211oi | 27 | 0.81
buf | 76 | 1.6
ha | 251 | 13
clkbuf | 135 | 2.0
xnor2 | 90 | 3.2
nand2 | 357 | 5.4
inv | 460 | 6.9
mux2i | 66 | 2.7
nor2 | 435 | 6.6
mux2 | 29 | 1.3
nand3 | 46 | 0.92
a21oi | 105 | 2.1
## metal layers
metal,GRT usage (%),routed length [um],vias up
met5,0.794,27,-
met4,14.2,7460,4
met3,13.0,16200,339
met2,42.8,51400,1513
met1,41.5,48900,11900
li1,-,-,10400
## logic make-up (layout without fill, tap and decap cells)
family | count (synthesis) | in the layout
xor gates and xnor gates | 116 | 116
AOI/OAI and AO/OA | 486 | 486
buffers and inverters | 685 | 741
and+or+nand+nor | 1049 | 1049
other | 0 | 4
adders and majority gates | 660 | 660
muxes | 138 | 138
## through the flow
step | util [%] | hold WS [ns]
after floorplan | - | 7.06
after global placement | 33.6 | 8.18
after detailed placement | 33.6 | 8.15
after CTS | 33.6 | 8.16
after global routing | 33.6 | 8.23
final | 33.6 | 8.19
## how the worst min path moves through the flow
stage         start      endpoint  depth (start not counted)
5_1_grt   src2_i[2]   result_o[2]                          5
4_1_cts   src2_i[4]  result_o[27]                          6
6_report  src2_i[2]   result_o[2]                          5
